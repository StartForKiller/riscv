## run.sh

```bash
#!/bin/bash
# OpenROAD 26Q1-2900-gdf79404cd8, Yosys 0.63+post, stock flow scripts
make -C /OpenROAD-flow-scripts/flow DESIGN_CONFIG=/design/flow/config.mk WORK_HOME=/design/flow/orfs finish
```

## config.mk

```make
export PLATFORM = sky130hd
export DESIGN_NAME = clock_div2
export DESIGN_NICKNAME = clock_div2
export VERILOG_FILES = /design/flow/design.v
export SDC_FILE = /design/flow/constraint.sdc
export NUM_CORES = 4
export LEC_CHECK = 1
export CORE_AREA = 10 10 70 70
export DIE_AREA = 0 0 80 80
export SYNTH_HDL_FRONTEND = slang
```

## constraint.sdc

```tcl
current_design clock_div2

set clk_period 2.4
set clk_io_pct 0.2

create_clock -name clk0 -period $clk_period [get_ports {Clk_100M}]

set non_clock_inputs [all_inputs -no_clocks]
set_input_delay [expr $clk_period * $clk_io_pct] -clock clk0 $non_clock_inputs
set_output_delay [expr $clk_period * $clk_io_pct] -clock clk0 [all_outputs]
```

## design.v

```verilog
module clock_div2(input Clk_100M, output slow_clk_en
    );
    reg [8:0]counter=0;
    always @(posedge Clk_100M)
    begin
       counter <= (counter>=100)?0:counter+1;
    end
    assign slow_clk_en = (counter >= 49)?1'b1:1'b0;
endmodule
```

==> qor_table.md <==
| Stage | Metric | Reported |
| --- | --- | --- |
| clocking | Post-CTS setup buffer count | 0 |
| die | Chip height | 80 µm |
| worst setup path | Max FO, Critical Path | 6 |
| route | Detailed-route via count | 255 |
| placement | HPWL reported at the end of detailed placement | 389 µm |
| grt | First-pass GRT wire length | 993 µm |
| outcome | Status | finished clean |
| route | DR WL/cell | 6.30 µm |
| die | X dimension of the die | 80 µm |
| logic synthesis | Largest cells by area after synthesis | sky130_fd_sc_hd__dfxtp_1 50%, sky130_fd_sc_hd__ha_1 10%, sky130_fd_sc_hd__nor2_1 6.3%, sky130_fd_sc_hd__xnor2_1 4.9%, sky130_fd_sc_hd__o311ai_0 2.4% |
| worst setup path | Type of the worst setup path | flip-flop to output port |
| die | Std cell rows | 21 |
| clocking | Hold buffer count at CTS | 0 |
| clocking | Buffer type at the clock tree root | sky130_fd_sc_hd__clkbuf_4 |
| clocking | Clock tree from TritonCTS | done |
| final timing | Final-report hold violation count | 0 |
| finish | Largest regs | counter x9 |
| final timing | Peak Freq | 438 MHz |
| finish | Number of fill cells | 400 |
| route | Sum of routed wire length over all layers | 561 µm |
| final timing | Final slew viol count | 0 |
| final timing | Unrepaired setup endpoints after global routing | false |
| flow run | Count of maximum capacitance violations | 0 |
| clocking | CTS H-tree lvls | 1 |
| worst setup path | Origin of the critical flop-to-flop path | counter[4] |
| worst setup path | CP cell instances | or4_1, o211ai_1, nand3b_1, clkdlybuf4s50_1 |
| worst setup path | Data arrival time of the critical path | 1.80 ns |
| route | Iteration-0 DRC Markers | 1 |
| route | Antenna viol nets, final | 0 |
| hold path | Depth of the worst hold-timing path | 1 |
| route | First drt pass iteration count | 2 |
| clocking | Number of buffers created by CTS | 3 |
| final timing | Final count of negative-setup-slack endpoints | 0 |
| grt | Initial antenna violation count | 0 |
| final timing | Final worst-path cycle share | 0.951 |
| finish | Register bank with the most flops | counter |
| logic synthesis | Count of flip-flops with a built-in enable after synthesis | 0 |
| die | Initial core utilization | 0.105 |
| logic synthesis | Average cell area after synthesis | 9.67 µm² |
| grt | Vias in the first global route | 223 |
| worst setup path | Worst-path cell with the longest stage delay | sky130_fd_sc_hd__or4_1 |
| finish | Total non-filler cell area in the finished layout | 457 µm² |
| worst setup path | Number of cells traversed by the worst register-to-register path | 3 |
| worst setup path | Setup crit start kind | flip-flop |
| clocking | Post-CTS Resized | 0 |
| power | Static leakage | 0.164 nW |
| hold path | Worst Min Path Start | counter[0] |
| die | Num ports | 2 |
| logic synthesis | Synth cell types | 19 |
| finish | Synth-to-Final Area Change | 27.6% |
| logic synthesis | Post-synthesis cell count | 37 |
| logic synthesis | Ys flops | 9 |
| clocking | Clock latency of the later-clocked register in the worst-skew pair | 0.25 ns |
| finish | Flip-flop count of the largest register, all copies and words added | 9 |
| logic synthesis | Yosys Instances | 37 |
| route | Via density per instance | 2.87 |
| grt | Overall global routing resource usage | 0.0186 |
| clocking | Clock-pin slew on the worst setup and hold paths | 0.06 ns |
| route | Number of DRC violations after detailed routing | 0 |
| power | Maximum ir drop on the vdd rail | 236 µV |
| worst setup path | Required @ worst endpoint | 1.92 ns |
| logic synthesis | Synth top cells by count | 9 x sky130_fd_sc_hd__dfxtp_1, 6 x sky130_fd_sc_hd__nor2_1, 3 x sky130_fd_sc_hd__ha_1 |
| final timing | Period minus WS final | 2.28 ns |
| final timing | Final worst clock skew | 0.00513 ns |
| worst setup path | Worst r2r dst | counter[5] |
| placement | Post-DP Area | 429 µm² |
| clocking | Num Clock Sinks | 9 |
| logic synthesis | Count of yosys warnings during synthesis | 0 |
| grt | Total gr overflow | 0 |
| die | Chip area | 0.00640 mm² |
| placement | Number of I/O port buffers | 1 |
| logic synthesis | Flip-flop cell with the highest count after synthesis | sky130_fd_sc_hd__dfxtp_1 |
| clocking | Maximum clock insertion buffer count | 2 |
| route | # diodes | 0 |
| logic synthesis | Share of the synthesized area in the top cell type | 0.503 |
| logic synthesis | Chip Area, Yosys | 358 µm² |
| placement | Weighted congestion reported at the end of routability-driven placement | 0.825 |
| finish | Fraction of layout cells with a size suffix above 1 | 0.116 |
| die | Core area | 0.00342 mm² |
| grt | Maximum number of pins on one net before global-route repair | 7 |
| worst setup path | R2R Setup Slk | 1.12 ns |
| logic synthesis | Cell type contributing the most total cell area after synthesis | sky130_fd_sc_hd__dfxtp_1 |
| hold path | HP Class | flip-flop to flip-flop |
| worst setup path | Crit-path max cell delay | 0.53 ns |
| finish | Core occupancy in the finished layout | 0.134 |
| logic synthesis | Post-synth seq share | 0.503 |
| worst setup path | Crit. End Element | output port |
| logic synthesis | Post-Syn Area | 358 µm² |
| final timing | Total negative slack for setup checks | 0 ns |
| hold path | Capture endpoint of the worst hold path | counter[0] |
| logic synthesis | Cell with the most instances after synthesis | sky130_fd_sc_hd__dfxtp_1 |
| flow run | Tool warnings | 28 |
| power | P per Cell Area | 607 mW/mm² |
| logic synthesis | Fraction of synthesis flops using an asynchronous set or reset pin | 0 |
[layout make-up]
| cell class | instances | area (µm²) | area share |
|---|---|---|---|
| repair buffers | 1 | 10.0 | 0.0219 |
| well taps | 46 | 57.6 | 0.126 |
| inverters | 2 | 7.51 | 0.0164 |
| multi-input cells | 27 | 174 | 0.381 |
| flip-flops and latches | 9 | 181 | 0.397 |
| clock buffers | 4 | 26.3 | 0.0575 |
[metal layers]
metal | part of all wire | wire [µm] | up-vias | GRT usage
met5 | 0 | 0 | - | 0
met3 | 0.037 | 21 | 2 | 0.00909
met2 | 0.43 | 243 | 1 | 0.0233
li1 | - | - | 136 | -
met1 | 0.49 | 277 | 116 | 0.0248
met4 | 0.034 | 19 | 0 | 0.0106
[layout by cell type, fill, tap and decap left out]
master                            instances
sky130_fd_sc_hd__o311ai_0                 1
sky130_fd_sc_hd__or4_1                    1
sky130_fd_sc_hd__and3_2                   1
sky130_fd_sc_hd__xnor2_1                  2
sky130_fd_sc_hd__clkbuf_1                 1
sky130_fd_sc_hd__o21ai_0                  1
sky130_fd_sc_hd__ha_1                     3
sky130_fd_sc_hd__and3_1                   1
sky130_fd_sc_hd__o211ai_1                 1
sky130_fd_sc_hd__xor2_1                   1
sky130_fd_sc_hd__clkbuf_4                 3
sky130_fd_sc_hd__or3_1                    1
sky130_fd_sc_hd__clkdlybuf4s50_1          1
sky130_fd_sc_hd__dfxtp_1                  8
sky130_fd_sc_hd__conb_1                   2
sky130_fd_sc_hd__a31oi_1                  1
sky130_fd_sc_hd__inv_1                    2
sky130_fd_sc_hd__dfxtp_2                  1
sky130_fd_sc_hd__a21oi_1                  1
sky130_fd_sc_hd__nand3_1                  1
sky130_fd_sc_hd__nand3b_1                 1
sky130_fd_sc_hd__nand2_1                  2
sky130_fd_sc_hd__nor2_1                   6
[power breakdown]
group          internal (mW)  leakage (nW)  switching, mW  total (mW)
Combinational        0.00412        0.0750        0.00484     0.00896
Clock                 0.0638        0.0150         0.0488       0.113
Sequential             0.153        0.0739        0.00262       0.156
Total                  0.221         0.164         0.0563       0.277
[through the flow]
stage               setup slack, ns  total power, mW  cells  hold slack, ns
global route                0.00569            0.299     89           0.512
CTS                          0.0619            0.284     89           0.494
global placement              0.366            0.167     85           0.470
detailed placement            0.357            0.168     85           0.479
floorplan                     0.870            0.164     38           0.444
finish                        0.117            0.277     89           0.470
[worst max-delay path: cells and delay by family, from the launching register on]
family / cells / cell delay (ns)
flops: 1 / 0.35
buf+inv: 1 / 0.42
compound gates: 1 / 0.17
simple gates: 2 / 0.62
[cells by family (layout without fill, tap and decap cells)]
| kind of cell | after synthesis | in the layout | synth area share |
|---|---|---|---|
| simple gates | 14 | 14 | 0.196 |
| flops | 9 | 9 | 0.503 |
| compound gates | 5 | 5 | 0.0909 |
| fa+ha+maj | 3 | 3 | 0.105 |
| xor+xnor | 3 | 3 | 0.0734 |
| buf+inv | 2 | 7 | 0.0210 |
| other cells | 1 | 2 | 0.0105 |
[how the worst max path moves through the flow]
stage / endpoint / from / slack (ns) / cells after the start
after CTS: slow_clk_en / counter[0] / 0.06 / 4
after global routing: slow_clk_en / counter[0] / 0.006 / 4
final: slow_clk_en / counter[0] / 0.12 / 4
Power is estimated from default activity; no workload was simulated.
